## /design/flow/run.sh

```bash
#!/bin/bash
# OpenROAD 26Q1-2900-gdf79404cd8, Yosys 0.63+post, stock flow scripts
make -C /OpenROAD-flow-scripts/flow DESIGN_CONFIG=/design/flow/config.mk WORK_HOME=/design/flow/orfs finish
```

## /design/flow/constraint.sdc

```tcl
current_design IEx_IMem

set clk_period 1.0
set clk_io_pct 0.2

create_clock -name clk0 -period $clk_period [get_ports {clk}]

set non_clock_inputs [all_inputs -no_clocks]
set_input_delay [expr $clk_period * $clk_io_pct] -clock clk0 $non_clock_inputs
set_output_delay [expr $clk_period * $clk_io_pct] -clock clk0 [all_outputs]
```

## /design/flow/design.v

```verilog
`timescale 1ns / 1ps
module IEx_IMem(
  input  logic       clk, reset,
  input  logic [31:0] ALUResultE, WriteDataE, 
  input  logic [4:0] RdE, 
  input  logic [31:0] PCPlus4E,
  output logic [31:0] ALUResultM, WriteDataM,
  output logic [4:0] RdM, 
  output logic [31:0] PCPlus4M,
  input  logic       valid_in,   
  output logic       valid_out   
);
  always_ff @( posedge clk, posedge reset ) begin 
    if (reset) begin  
      ALUResultM <= 0;
      WriteDataM <= 0;
      RdM        <= 0; 
      PCPlus4M   <= 0;
      valid_out  <= 0;  
    end
    else begin  
      ALUResultM <= ALUResultE;
      WriteDataM <= WriteDataE;
      RdM        <= RdE; 
      PCPlus4M   <= PCPlus4E;      
      valid_out  <= valid_in;  
    end
  end
endmodule
```

## /design/flow/config.mk

```make
export PLATFORM = sky130hd
export DESIGN_NAME = IEx_IMem
export DESIGN_NICKNAME = IEx_IMem
export VERILOG_FILES = /design/flow/design.v
export SDC_FILE = /design/flow/constraint.sdc
export NUM_CORES = 4
export LEC_CHECK = 1
export CORE_AREA = 10 10 143 143
export DIE_AREA = 0 0 153 153
```

==> results.txt <==
yosys + openroad results -> Avg Cell Area, Syn=24.8 um^2, clock net sink count=between 100 and 150, largest buffer count on any clock path=2, Die Outline Area=0.0234 mm^2, clock tree from TritonCTS=yes, Post CTS Setup Buffer Count=0, count of state elements after synthesis=between 100 and 150, cell count in the Yosys report=103, leakage power=2.18 nW, first-pass GRT wire length=12.5 mm, Min Clock Period, post-route=1080 ps, number of placed instances with taps included=537, Relative slew margins=83.9%, Synth Seq Share=99.9%, global-route usage over all layers=7.00%, weighted congestion reported at the end of routability-driven placement=0.752, Max Fanout on Critical Path=1, floorplan utilization=14.8%, total congestion overflow=0, number of port buffers=205, largest net degree at the start of global routing=43, Post-CTS Hold Buffers=0, clock tree root driver cell=clkbuf_16, chip area line of the yosys report=0.00256 mm^2, final critical-path share of the clock period=108%, Vias=1,665, clock-pin slew reported for the worst setup and hold paths after clock tree synthesis=70 ps, Final TNS setup=-1390 ps, result of the run=finished with violations, failing checks=setup timing, commonest cells after routing, fill and taps aside=103 x clkdlybuf4s50_1, 102 x dfrtp_1, 102 x buf_2, delay of the slowest critical-path stage=400 ps, number of design-rule violations left by the first detailed-router iteration=23, count of endpoints failing setup in the final report=99, Final Core Density=27.6%, layout cell share with drive strength beyond 1=roughly 38%, multi-input logic cell count=0, cell count after synthesis=slightly above 100, final non-filler cell total=553, Hold Crit Depth=1, Critical Path RT=800 ps, total core area=between 0.015 and 0.02 mm^2, Final Slew Violations=0, cell family contributing the most delay on the critical path=flip-flops, number of core rows=48, Peak supply drop=0.831 mV, Gate Area=0 um^2, path type of the worst setup path=reg2out, HPWL after detailed placement=around 6.7 mm, ratio of routed vias to standard cells=around 3, worst hold slack across all endpoints=280 ps, Final Hold Violation Tally=0, antenna diode instance count=0, setup repair after global routing missed its margin=yes, Routed Antenna Nets=0, Unique cell types=2, area growth from synthesis to final layout=86.5%, path type of the worst min-delay path=in2reg, arrival time at the worst endpoint=880 ps, upper clock frequency limit=926 MHz, Die Wd=153 um, height of the chip=153 um, deepest level of the CTS H-tree=3, crit path max-delay cell type=dfrtp_1, Tool Warnings=28, total of warnings raised by yosys=1, endpoint of the worst hold path=WriteDataM[18], drt wl/cell=15.2 um, tally of max-capacitance violations=0, wire length reported by the detailed router=8.41 mm, slew at the pin closest to its max-slew limit=242 ps, total power of the final layout=8.88 mW, crit path launch type=register, number of detailed-route iterations in the first pass=3, Top-Level Pins=between 200 and 250, most common cell after layout, fill and taps aside=clkdlybuf4s50_1, WP buf/inv=1, number of buffers created by CTS=9, hold wc startpoint=WriteDataE[18], power density over cell area=1860 mW/mm^2, final routed DRC violation total=0, number of global-route vias before repair=1,900, list of cells traversed by the critical path=buf_2, number of antenna violations at the first check in global routing=1, setup slack after layout=-79.4 ps, Critical Path End Type=output pin, cell area after synthesis=0.00256 mm^2
report_power, final:
group          internal [mW]  switching [mW]
registers               4.33          0.0432
clock network           2.23            1.59
logic                  0.501           0.188
stage by stage:
| stage | setup slack [ps] | instance area [um^2] |
|---|---|---|
| finish | -79.4 | 4770 |
| global route | -117 | 4770 |
| CTS | -104 | 4770 |
| detailed placement | -46.0 | 4950 |
| global placement | -57.1 | 4950 |
| floorplan | -418 | 2560 |
flip-flops by register name, summed over array words and instances, names as in the netlist:
signal,flops
ALUResultM,32
WriteDataM,32
PCPlus4M,32
RdM,5
valid_out,1
Yosys cell counts (all sizes together):
master | number | share of area (%)
dfrtp | 102 | 100
inv | 1 | 0.15
kinds of logic (layout without fill, tap and decap cells):
group,after synthesis,count (layout),synth area share (%)
buffers and inverters,1,226,0.147
flip-flops,102,102,99.9
area by class of cell:
type | count | area (um^2)
fillers | 1792 | 12500
clock buffers | 9 | 225
flip-flops and latches | 102 | 2550
repair buffers | 209 | 1600
clock inverters | 7 | 104
well taps | 225 | 282
inverters | 1 | 7.51
worst max-delay path by stage:
stage,from,end,slack (ps),cells past startpoint
CTS,PCPlus4M[15],PCPlus4M[15],-100,1
finish,PCPlus4M[15],PCPlus4M[15],-80,1
global route,PCPlus4M[15],PCPlus4M[15],-120,1
routing by layer:
layer	track usage, %	share of wire [%]	vias to the layer above
met4	1.45	2.3	2
li1	-	-	754
met1	8.89	40	769
met3	4.18	13	14
met2	10.2	45	126
met5	0	0.14	-
what timing repair did:
| action | 4_1_cts | 5_1_grt |
|---|---|---|
| endpoints found under the setup margin | 102 | 102 |
| gates cloned | 0 | 0 |
| resized | 320 | 0 |
Power and IR drop assume default switching activity.
