==> ./run.sh <==
#!/bin/bash
# OpenROAD 26Q1-2900-gdf79404cd8, Yosys 0.63+post, stock flow scripts
make -C /OpenROAD-flow-scripts/flow DESIGN_CONFIG=/design/flow/config.mk WORK_HOME=/design/flow/orfs finish
==> ./config.mk <==
export PLATFORM = sky130hd
export DESIGN_NAME = ID_IEx
export DESIGN_NICKNAME = ID_IEx
export VERILOG_FILES = /design/flow/design.v
export SDC_FILE = /design/flow/constraint.sdc
export NUM_CORES = 4
export LEC_CHECK = 1
export CORE_AREA = 10 10 226 226
export DIE_AREA = 0 0 236 236
==> ./constraint.sdc <==
current_design ID_IEx

set clk_period 1.0
set clk_io_pct 0.2

create_clock -name clk0 -period $clk_period [get_ports {clk}]

set non_clock_inputs [all_inputs -no_clocks]
set_input_delay [expr $clk_period * $clk_io_pct] -clock clk0 $non_clock_inputs
set_output_delay [expr $clk_period * $clk_io_pct] -clock clk0 [all_outputs]
==> ./design.v <==
`timescale 1ns / 1ps
module ID_IEx  (
  input  logic       clk, reset, clear,
  input  logic [31:0] RD1D, RD2D, PCD, 
  input  logic [4:0] Rs1D, Rs2D, RdD, 
  input  logic [31:0] ImmExtD, PCPlus4D,
  output logic [31:0] RD1E, RD2E, PCE, 
  output logic [4:0] Rs1E, Rs2E, RdE, 
  output logic [31:0] ImmExtE, PCPlus4E,
  input  logic       valid_in,   
  output logic       valid_out   
);
  always_ff @( posedge clk, posedge reset ) begin
    if (reset) begin  
      RD1E     <= 0;
      RD2E     <= 0;
      PCE      <= 0;
      Rs1E     <= 0;
      Rs2E     <= 0;
      RdE      <= 0;
      ImmExtE  <= 0;
      PCPlus4E <= 0;
      valid_out<= 0;  
    end
    else if (clear) begin  
      RD1E     <= 0;
      RD2E     <= 0;
      PCE      <= 0;
      Rs1E     <= 0;
      Rs2E     <= 0;
      RdE      <= 0;
      ImmExtE  <= 0;
      PCPlus4E <= 0;
      valid_out<= 0;  
    end
    else begin  
      RD1E     <= RD1D;
      RD2E     <= RD2D;
      PCE      <= PCD;
      Rs1E     <= Rs1D;
      Rs2E     <= Rs2D;
      RdE      <= RdD;
      ImmExtE  <= ImmExtD;
      PCPlus4E <= PCPlus4D;
      valid_out<= valid_in;  
    end
  end
endmodule
==> impl_metrics.toml <==
# synthesis and place-and-route metrics
[detailed_routing]
vias_per_cell = 2.933
detail-route-antenna-nets = 0
wl_mm = 21.27
num_antenna_cells = 0
drc = 0
vias = 4051
drt_iter0_drc = 83
avgRoutedWirePerCell_um = 15.40
dr.pass1.iters = 4

[logic_synthesis]
async_flop_share_pct = 100.0
ys_warn_count = 1
yosysTopAreaCell = "dfrtp_1"
yosysCellCount = 372
synth_seq_share_pct = 78.43
numSynthFlops = 176
edf_count = 0
synth_top_area_share_pct = 78.43
synth_cells = 372
common_cells = "dfrtp_1 (176), nor2b_1 (164), buf_2 (16), and2b_1 (12), clkbuf_1 (3)"
synth.most_common_cell = "dfrtp_1"
avgSynthCellArea_um2 = 15.10
ff_type = "dfrtp_1"
synthesis.area_mm2 = 0.005615
ys_area_mm2 = 0.005615
top_cells_by_area = "dfrtp_1 (78%), nor2b_1 (18%), and2b_1 (1.6%)"
ys_types = 6

[flow_run]
maxCapViolations = 0
log.warning_count = 28

[setup_path]
cp.arrival_ns = 1.11
cp.buffers_inverters = 1
critPathMaxFanout = 1
cp-end-kind = "primary output"
slowest_stage = "dfrtp_2"
cp_cell_sequence = "buf_2"
critical-path-top-delay-family = "flip-flops"
cp_slowest_stage_delay_ns = 0.47
start_kind = "flop"
crit_type = "reg -> out"
cp.required_ns = 0.80

[clock_network]
cts.sinks = 176
post-cts-setup-buffer-count = 0
cts.path.max_buffers = 2
hold_buffers = 0
cts_tree = "done"
cts_htree_levels = 4
clk_pin_slew_worst_paths_ns = 0.07
numCtsBuffers = 17
root_buffer = "clkbuf_16"

[place]
detailed_place_hpwl_mm = 17.06
port_buffers = 354
dp_cells = 1349
gp_congestion = 0.7977

[floorplan]
ios = 355
die_x_um = 236
die_area_mm2 = 0.05570
die_h_um = 236
core-area_mm2 = 0.04636
fp_util_pct = 12.11
fp-row-count = 79

[final_timing]
drv_slew = 0
maxSlewHeadroom_pct = 83.92
final.setup.worst_slack_ns = -0.3070
whs_ns = 0.1085
period_used_pct = 130.7
worst_pin_slew_ns = 0.2412
setup_viol = 176
fin_tns_setup_ns = -27.22
finalHoldViolations = 0
clock.fmax_mhz = 765.1
grt_setup_unrepaired = "true"
post-route-min-period_ns = 1.307

[global_route]
grt_usage_pct = 7.608
grt_max_degree = 32
grt_pass1_wl_mm = 31.39
grt_overflow = 0
grt_pass1_vias = 4530
antenna_found_initial = 2

[finish]
instances_no_fill = 1381
drive_gt1_share_pct = 32.30
fillCellCount = 4950
synthToLayoutAreaGrowth_pct = 78.21
utilization_pct = 21.59

[power_and_ir_drop]
power_w = 0.01654
powerDensity_mw_per_mm2 = 1653
peakVddDrop_uv = 1142
p_leak_nw = 4.752

[run_status]
status = "finished with violations"
violations = "setup timing"

[min_path]
min_path_type = "in -> reg"
## stage by stage
stage,setup slack [ns],area (um^2)
6_report,-0.3070,10010
2_1_floorplan,-1.453,5619
3_5_place_dp,-0.2612,10230
5_1_grt,-0.3688,10010
3_3_place_gp,-0.2584,10230
4_1_cts,-0.3849,10010
## metal layers
layer  wire length (um)  global-route usage [%]  share of wire, %
met1               8576                   9.357                40
met2               9926                   12.00                47
met3               2267                   3.643                11
met4                499                   1.554               2.3
met5                  0                       0                 0
## where the power goes
group          switching, W  total [W]  internal [W]
logic              0.000572    0.00173       0.00116
clock network       0.00315    0.00723       0.00409
registers          0.000104    0.00758       0.00747
## sequential cells by signal (all words and copies together) (netlist names)
name	cells
RdE	5
ImmExtE	32
Rs1E	5
valid_out	1
PCE	32
PCPlus4E	32
RD2E	32
RD1E	32
Rs2E	5
## path summary, 6_finish.rpt
check / from / end / depth (start not counted)
min in group asynchronous: reset / RdE[4] / 3
max in group asynchronous: reset / RD2E[19] / 4
worst min-delay path: clear / PCPlus4E[21] / 3
worst max-delay path: ImmExtE[15] / ImmExtE[15] / 1
## final cells by class
cell class	instances	area (um^2)	area share, %
flip-flops and latches	176	4410	44.07
clock buffers	18	439.2	4.389
well taps	607	759.5	7.589
inverters	1	7.507	0.07502
multi-input cells	176	1116	11.15
repair buffers	389	3077	30.75
clock inverters	14	197.7	1.975
## what timing repair did
action / in CTS / in global routing
setup endpoints to repair: 176 / 176
pin swaps: 0 / 0
gates resized: 590 / 0
## kinds of logic after synthesis
| group | count (synthesis) | synth area share (%) |
|---|---|---|
| flops | 176 | 78.43 |
| buf+inv | 20 | 1.693 |
| simple gates | 176 | 19.88 |
## placed cells by master, fill, tap and decap left out
cell type and instances:
dfrtp_1 171, buf_12 11, bufinv_16 3, and2b_1 12, clkbuf_8 1, clkdlybuf4s50_1 177
buf_6 3, nor2b_1 164, clkinv_8 1, clkbuf_16 17, dfrtp_2 5, buf_2 174
clkinv_4 1, buf_4 24, clkinv_2 1, clkinvlp_4 3, inv_8 4, inv_6 2
Power is estimated from default activity; no workload was simulated.
