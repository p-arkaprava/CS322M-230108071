`design.v`:
```
`timescale 1ns / 1ps
module IMem_IW (
  input  logic       clk, reset,
  input  logic [31:0] ALUResultM, ReadDataM,  
  input  logic [4:0] RdM, 
  input  logic [31:0] PCPlus4M,
  output logic [31:0] ALUResultW, ReadDataW,
  output logic [4:0] RdW, 
  output logic [31:0] PCPlus4W,
  input  logic       valid_in,   
  output logic       valid_out   
);
  always_ff @( posedge clk, posedge reset ) begin 
    if (reset) begin  
      ALUResultW <= 0;
      ReadDataW  <= 0;
      RdW        <= 0; 
      PCPlus4W   <= 0;
      valid_out  <= 0;  
    end
    else begin  
      ALUResultW <= ALUResultM;
      ReadDataW  <= ReadDataM;
      RdW        <= RdM; 
      PCPlus4W   <= PCPlus4M;      
      valid_out  <= valid_in;  
    end
  end
endmodule
```
`run.sh`:
```
#!/bin/bash
# OpenROAD 26Q1-2900-gdf79404cd8, Yosys 0.63+post, stock flow scripts
make -C /OpenROAD-flow-scripts/flow DESIGN_CONFIG=/design/flow/config.mk WORK_HOME=/design/flow/orfs finish
```
`config.mk`:
```
export PLATFORM = sky130hd
export DESIGN_NAME = IMem_IW
export DESIGN_NICKNAME = IMem_IW
export VERILOG_FILES = /design/flow/design.v
export SDC_FILE = /design/flow/constraint.sdc
export NUM_CORES = 4
export LEC_CHECK = 1
export CORE_UTILIZATION = 30
```
`constraint.sdc`:
```
current_design IMem_IW

set clk_period 1.0
set clk_io_pct 0.2

create_clock -name clk0 -period $clk_period [get_ports {clk}]

set non_clock_inputs [all_inputs -no_clocks]
set_input_delay [expr $clk_period * $clk_io_pct] -clock clk0 $non_clock_inputs
set_output_delay [expr $clk_period * $clk_io_pct] -clock clk0 [all_outputs]
```
==> flow_summary.yaml <==
# generated from flow reports
clock_network:
  clockBufferDepth: 2
  cts_setup_buffers: 0
  cts_made_buffers: 9
  clock_sinks: 102
  cts_tree: "done"
  cts-root-buf: "clkbuf_8"
  cts_hold_buf: 0
  path_clk_slew_ps: 100
  cts_htree_levels: 3
critical_path:
  path_delay_family: "flip-flops"
  slowest_stage: "dfrtp_1"
  path_cells: "buf_2"
  required_ps: 800
  worstSetupStartpointType: "flip-flop"
  cp_max_fo: 1
  arrival_ps: 840
  endpoint_kind: "output pin"
  path_class: "flip-flop to output pin"
  cp_slowest_stage_delay_ps: 380
  cp.buffers_inverters: 1
power:
  switching_share_pct: 19.3
  power_density_nw_per_um2: 1740
  p_total_mw: 7.80
  power_leakage_nw: 2.12
  combPwrFrac_pct: 8.4
  netSwitchingPower_mw: 1.51
  peakVddDrop_mv: 1.03
  intPower_mw: 6.29
  power_frac_seq_pct: 56.0
  clockPowerShare_pct: 35.6
layout:
  fin_util_pct: 54.7
  final_area_um2: 4490
  area_growth_pct: 75.8
  logic_gate_count: 0
  drive_above_1_share_pct: 36.9
  final-comb-area_um2: 0
  n_fill_cell: 710
synthesis:
  ys_chip_area_um2: 2560
  synth-edff-count: 0
  syn_area_um2: 2560
  syn_area_per_cell_um2: 24.8
  ys_ff: 102
  ff_type: "dfrtp_1"
  async_flop_share_pct: 100
  syn_inst: 103
  top_cell: "dfrtp_1"
  yosys_cells: 103
  top_area_cell: "dfrtp_1"
  yosysUniqueCellTypes: 2
  common_cells: "dfrtp_1 (102), inv_1 (1)"
  synth_warnings: 1
  top_cell_area_share_pct: 99.9
  synth_seq_share_pct: 99.9
  area_leaders: "dfrtp_1 (100%), inv_1 (0.15%)"
drt:
  detail_route.vias_per_cell: 3.79
  antenna_cells: 0
  vias: 1628
  drc: 0
  dr.pass1.iters: 4
  routed_wl_um: 6110
  drtAntennaViolNets: 0
  wl_per_cell_um: 14.2
  first_iter_violations: 24
sta:
  slew_viol_final: 0
  tightestPinTransition_ps: 266
  min_period_ps: 1040
  maxSlewHeadroom_pct: 82.3
  fin_setup_tns_ps: -1650
  setup_violations: 101
  rsz0062_at_grt: "true"
  setup_ws_ps: -43.6
  fmax_mhz: 958
  whs_ps: 275
  period_used_pct: 104
  finalHoldViolCount: 0
floorplanning:
  ios: 206
  fp.coreArea_um2: 8220
  row_count: 33
  dieArea_um2: 8890
  dieHeight_um: 94.3
  initCoreUtil_pct: 31.1
  die_x_um: 94.3
global_route:
  grt_pass1_wl_um: 9110
  grt_max_degree: 52
  gr-total-overflow: 0
  grt_usage_pct: 14.4
  first_global_vias: 1688
  antenna_found_initial: 0
flow_run:
  cap_violations: 0
  warnings: 28
worst_hold_path:
  hold_path.class: "primary input to flip-flop"
status:
  status: "finished with violations"
  violations: "setup timing"
placed_design:
  hpwlAfterDp_um: 4700
  port_buffers: 205
  gp_congestion: 0.750
  post_dp_cell_area_um2: 4780
layout make-up:
type / count / area (um^2) / share of cell area (%)
clock buffers: 10 / 138 / 3.06
repair buffers: 207 / 1580 / 35.2
clock inverters: 5 / 82.6 / 1.84
flip-flops and latches: 102 / 2550 / 56.8
well taps: 105 / 131 / 2.92
inverters: 1 / 7.51 / 0.167
through the flow:
stage               worst slack (ps)  instances
detailed placement              3.24        415
global route                    -104        430
global placement               -5.94        415
CTS                            -88.4        430
finish                         -43.6        430
floorplan                       -418        103
power by group through the flow:
stage	Clock, mW	Combinational, mW	Sequential [mW]
after CTS	2.91	0.682	4.37
after global routing	3.08	0.729	4.39
final	2.77	0.658	4.37
final timing paths:
| path | from | end | slack (ps) | depth (start not counted) |
|---|---|---|---|---|
| max in group asynchronous | reset | ALUResultW[18] | 480 | 3 |
| min in group asynchronous | reset | ALUResultW[16] | 300 | 3 |
| setup / recovery | ALUResultW[24] | ALUResultW[24] | -40 | 1 |
| hold / removal | PCPlus4M[30] | PCPlus4W[30] | 280 | 1 |
sequential cells by signal (all words and copies together) (netlist names):
| register | flops |
|---|---|
| PCPlus4W | 32 |
| ReadDataW | 32 |
| RdW | 5 |
| valid_out | 1 |
| ALUResultW | 32 |
timing repair:
item                       in CTS  in global routing
cloned                          0                  0
resized                       313                  0
setup endpoints to repair     102                102
kinds of logic after synthesis:
logic type	share of synthesized area, %
buffers and inverters	0.147
DFF	99.9
per-layer routing:
metal | GRT usage [%] | routed length, um | vias up
met1 | 19.9 | 2170 | 765
met4 | 1.67 | 68 | 0
met3 | 6.34 | 815 | 5
li1 | - | - | 749
met5 | 0 | 0 | -
met2 | 22.9 | 3050 | 109
layout by cell type, fill, tap and decap left out:
cell	Yosys	final
inv_6	0	1
clkbuf_8	0	10
clkinvlp_4	0	1
buf_2	0	102
dfrtp_1	102	102
clkinv_4	0	1
bufinv_16	0	2
buf_12	0	2
clkdlybuf4s50_1	0	103
clkinv_2	0	1
Power figures rest on the tool's default switching activity, not on a simulated workload.
